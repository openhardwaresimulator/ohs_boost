==> flow/design.v <==
module ohs_boost_l1 #(
  parameter MODEL_DATA_WIDTH = 32,
  parameter MODEL_Q_WIDTH = 22
)(
  input aclk, 
  input resetn, 
  input ce,
  input signed [MODEL_DATA_WIDTH-1:0] kL,
  input signed [MODEL_DATA_WIDTH-1:0] kC,
  input signed [MODEL_DATA_WIDTH-1:0] kR,
  input signed [MODEL_DATA_WIDTH-1:0] vdc,
  input S1_pwm,
  output wire signed [MODEL_DATA_WIDTH-1:0] iL,
  output wire signed [MODEL_DATA_WIDTH-1:0] vL,
  output reg signed [MODEL_DATA_WIDTH-1:0] iC,
  output wire signed [MODEL_DATA_WIDTH-1:0] vC,
  output wire signed [MODEL_DATA_WIDTH-1:0] iLoad
);
	wire signed [(MODEL_DATA_WIDTH*2)-1:0] vL_k_ds;
	reg signed [MODEL_DATA_WIDTH-1:0] v2;
	wire signed [MODEL_DATA_WIDTH-1:0] vL_k;
	reg signed [MODEL_DATA_WIDTH-1:0] iL_1;
	reg signed [MODEL_DATA_WIDTH-1:0] iCR;
	wire signed [(MODEL_DATA_WIDTH*2)-1:0] iC_k_ds;
	wire signed [MODEL_DATA_WIDTH-1:0] iC_k;
	reg signed [MODEL_DATA_WIDTH-1:0] vC_1;
	wire signed [(MODEL_DATA_WIDTH*2)-1:0] iR_k_ds;
	wire signed [MODEL_DATA_WIDTH-1:0] iR_k;
	assign vL = vdc-v2;
	assign vL_k_ds = $signed({{MODEL_DATA_WIDTH{vL[MODEL_DATA_WIDTH-1]}}, vL} * {{MODEL_DATA_WIDTH{kL[MODEL_DATA_WIDTH-1]}}, kL});
	assign vL_k = $signed(vL_k_ds >>> MODEL_Q_WIDTH);
	assign iL = vL_k + iL_1;
	always @(posedge aclk)
		if (!resetn)
			iL_1 <= {MODEL_DATA_WIDTH{1'b0}};
		else 
			if (ce)
				iL_1 <= iL;
		always @(posedge aclk)
			if (!resetn)
				iCR <= {MODEL_DATA_WIDTH{1'b0}};
			else
				iCR <= S1_pwm? {MODEL_DATA_WIDTH{1'b0}}: iL;
		always @(posedge aclk)
			if (!resetn)
				iC <= {MODEL_DATA_WIDTH{1'b0}};
			else 
				iC <= iCR - iLoad;
		assign iC_k_ds = $signed({{MODEL_DATA_WIDTH{iC[MODEL_DATA_WIDTH-1]}}, iC} * {{MODEL_DATA_WIDTH{kL[MODEL_DATA_WIDTH-1]}}, kC});
		assign iC_k = $signed(iC_k_ds >>> MODEL_Q_WIDTH);
		assign vC = iC_k + vC_1;
		always @(posedge aclk)
			if (!resetn)
				vC_1 <= {MODEL_DATA_WIDTH{1'b0}};
			else 
				if (ce)
					vC_1 <= vC;
		always @(posedge aclk)
			if (!resetn)
				v2 <= {MODEL_DATA_WIDTH{1'b0}};
			else 
				v2 <= S1_pwm? {MODEL_DATA_WIDTH{1'b0}}: vC;
		assign iR_k_ds = $signed({{MODEL_DATA_WIDTH{vC[MODEL_DATA_WIDTH-1]}}, vC} * {{MODEL_DATA_WIDTH{kL[MODEL_DATA_WIDTH-1]}}, kR});
		assign iR_k = $signed(iR_k_ds >>> MODEL_Q_WIDTH); 
		assign iLoad = iR_k;
	endmodule
==> flow/run.sh <==
#!/bin/bash
# OpenROAD 26Q1-2900-gdf79404cd8, Yosys 0.63+post, stock flow scripts
make -C /OpenROAD-flow-scripts/flow DESIGN_CONFIG=/design/flow/config.mk WORK_HOME=/design/flow/orfs finish
==> flow/config.mk <==
export PLATFORM = sky130hd
export DESIGN_NAME = ohs_boost_l1
export DESIGN_NICKNAME = ohs_boost_l1
export VERILOG_FILES = /design/flow/design.v
export SDC_FILE = /design/flow/constraint.sdc
export NUM_CORES = 4
export LEC_CHECK = 1
export CORE_UTILIZATION = 30
==> flow/constraint.sdc <==
current_design ohs_boost_l1

set clk_period 48.9
set clk_io_pct 0.2

create_clock -name clk0 -period $clk_period [get_ports {aclk}]

set non_clock_inputs [all_inputs -no_clocks]
set_input_delay [expr $clk_period * $clk_io_pct] -clock clk0 $non_clock_inputs
set_output_delay [expr $clk_period * $clk_io_pct] -clock clk0 [all_outputs]
==> out/writeup.txt <==
The run finished with clean final reports. Per the post-synthesis report, the number of cells in the design is 11700. TritonCTS built the clock tree.

The tools report the timing startpoint of the critical path as kC[15]. Buffers inserted during clock tree synthesis total 17.

According to the I/O placement log, the pin count is 292. The run gives 0 for the number of max-slew violations in the final report. The instance area at placement was 114000 um2. The run gives 0.206 for the global-route usage over all layers. The startpoint of the worst hold path is vC_1[26]$_SDFFE_PN0P_. The tightest hold path in the finished design has a slack of 489 ps. Post-CTS repair ended up resizing 0 cells. According to the report, the first pass of detailed routing completed in 5 iterations.

The number of vias per cell after detailed routing works out to 4.64. Each instance of the synthesized netlist takes up on average 9.02 um2. The logs give 59 for the largest net degree at the start of global routing and 0.441 for the headroom to the max-slew limit.

Count of non-filler cells in the finished layout: 16300. The type of the worst min-delay path is flip-flop to flip-flop. Including well taps, the total number of placed cells is 16300. The most common flop cell mapped by yosys was sky130_fd_sc_hd__dfxtp_1. The logs give 75700 for the routed via count and 81 for the unique cell type count in the Yosys netlist. The tools report the clock root buffer master as sky130_fd_sc_hd__clkbuf_16.

The share of the core filled by cells before placement is 0.302. The slowest stage of the critical path belongs to the cell sky130_fd_sc_hd__xor3_1. In this run the remaining antenna-violating nets after routing total 0.

The sequential element share of the synthesized area came out at 0.0304. The worst register-to-register path begins at iC[4]$_SDFF_PN0_. The run gives 331 mm as the final wirelength.

The die is 595 um wide. In this design, the critical path's most frequently occurring cell is sky130_fd_sc_hd__fa_1. The number of sinks on the clock net is 160, and the final setup skew is 12.6 ps. Yosys reports that the most numerous cell types are sky130_fd_sc_hd__inv_1, sky130_fd_sc_hd__fa_1, sky130_fd_sc_hd__nand2_1, sky130_fd_sc_hd__and2_1, sky130_fd_sc_hd__ha_1. The share of flip-flops with an asynchronous set or reset was 0; the post-synth design cell area was 105000 um2.

Once iteration 0 of detailed routing completed, the report listed 3356 DRC markers. The run gives 84000 for the via count of the first global-routing pass. Once the clock tree was built, the setup fixing pass inserted 0 buffers. For this sky-water flow run, the detailed-routed wirelength per cell is reported as 20.3 um.

On the worst setup and hold paths after CTS, the clock-pin slew comes to 70 ps. Per the run report, area growth between synthesis and finish was 9.07%. The die height is 595 um, and the number of remaining DRC errors is 0. The buffering stage count on the worst path with inverters included is 10.

Endpoints failing hold in the final report were tallied at 0. The final setup violation count is 0, and the final HPWL from detailed placement is 261 mm. The chip area line in the Yosys stat output reads 105000 um2. Routability-driven placement finished with a final weighted congestion of 0.980. STA shows the worst min-delay path finishing at vC_1[26]$_SDFFE_PN0P_. In the setup report, the worst path falls into the class input pin to output pin.

The tools report the wire length of the first global-routing pass as 519 mm. The portion of synthesized cell area occupied by the leading cell type works out to 0.547. As reported, the later end of the worst-skew pair has a clock insertion delay of 490 ps.

The synthesis report lists the most area-consuming cells as sky130_fd_sc_hd__fa_1, sky130_fd_sc_hd__inv_1, sky130_fd_sc_hd__ha_1. At the worst endpoint, the required time is 39120 ps. The largest single stage delay on the critical path is 680 ps. The tool flagged a number of max-cap violations equal to 0. STA classifies the critical path endpoint as an output pin.

The number of antenna violations at the first check in global routing is 20. Final total negative setup slack: 0 ps. Per STA, the worst path accumulates the most delay in the family adder cells. With fillers left out, the area of the finished cells amounts to 115000 um2. Capture instance of the worst register-to-register path: iC[29]$_SDFF_PN0_. The number of buffers between clock root and the deepest sink came out at 2. The run gives 27240 ps for the slack of the worst reg-to-reg path.

Looking at the gate-level netlist, the highest instance count belongs to sky130_fd_sc_hd__inv_1. The run gives 11700 as the cell count in the Yosys report. The H-tree level count is 4. The core area is 350000 um2. Setup repair after global routing left no endpoint under its margin.

In this build the clock could be raised as far as 25.2 MHz. After clock tree synthesis, the flow added hold-fix buffers numbering 0. The ratio of cells with drive above 1 in the final layout came out at 0.0341.

Sorting the Yosys area breakdown by cell type puts at the top sky130_fd_sc_hd__fa_1. Counting flops with a built-in enable in the synthesized netlist gives 0. Highest fanout seen on the critical path: 32. Logic depth along the worst register-to-register path is recorded as 78. The post-synthesis register bit count was 160; the number of warnings in the stage logs was 26.

The final critical path time including I/O delays and setup works out to 39610 ps. The tally of yosys warning messages is 1, and the leftover overflow at the end of global routing is 0. Row count: 217. For the data arrival time of the worst path, the log shows 29830 ps. The chip occupies 354000 um2.

The placement report lists the number of port buffers as 291. The post-layout period usage of the worst path came out at 0.810. At the pin with the least slew margin, the transition time is 836 ps.

Cell depth of the worst min-delay path: 2. The tools report the startpoint type of the worst setup path as an input pin.
==> flip-flops by register name, indices dropped and copies added, names as in the netlist <==
signal	cells
iCR	32
iC	32
iL_1	32
v2	32
vC_1	32
==> layout by cell type, fill, tap and decap left out, types with 7 or more instances in the layout <==
master / netlist / routed
sky130_fd_sc_hd__dfxtp_1: 160 / 158
sky130_fd_sc_hd__ha_1: 626 / 626
sky130_fd_sc_hd__xnor2_2: 3 / 36
sky130_fd_sc_hd__inv_1: 2993 / 2993
sky130_fd_sc_hd__a311oi_1: 8 / 8
sky130_fd_sc_hd__xor2_4: 0 / 10
sky130_fd_sc_hd__a21oi_1: 146 / 142
sky130_fd_sc_hd__o21ai_0: 75 / 75
sky130_fd_sc_hd__a21o_1: 75 / 75
sky130_fd_sc_hd__nand3_1: 35 / 35
sky130_fd_sc_hd__o21a_1: 55 / 55
sky130_fd_sc_hd__a211oi_1: 23 / 23
sky130_fd_sc_hd__buf_4: 0 / 264
sky130_fd_sc_hd__o2111ai_1: 7 / 7
sky130_fd_sc_hd__fa_1: 2883 / 2882
sky130_fd_sc_hd__a31oi_1: 14 / 14
sky130_fd_sc_hd__nand4_1: 15 / 15
sky130_fd_sc_hd__nand2b_1: 55 / 55
sky130_fd_sc_hd__a21boi_0: 7 / 7
sky130_fd_sc_hd__o31ai_1: 11 / 11
sky130_fd_sc_hd__nor2b_1: 89 / 89
sky130_fd_sc_hd__clkbuf_16: 0 / 17
sky130_fd_sc_hd__or3_1: 9 / 9
sky130_fd_sc_hd__a2111oi_0: 9 / 9
sky130_fd_sc_hd__and3_1: 20 / 20
sky130_fd_sc_hd__o21bai_1: 28 / 28
sky130_fd_sc_hd__xnor2_1: 192 / 158
sky130_fd_sc_hd__and2_1: 959 / 959
sky130_fd_sc_hd__nor3_1: 72 / 69
sky130_fd_sc_hd__nor2_1: 259 / 254
sky130_fd_sc_hd__clkdlybuf4s50_1: 0 / 289
sky130_fd_sc_hd__xnor3_1: 7 / 7
sky130_fd_sc_hd__or2_2: 18 / 18
sky130_fd_sc_hd__xor2_1: 61 / 49
sky130_fd_sc_hd__nand2_1: 2033 / 2033
sky130_fd_sc_hd__a211o_1: 8 / 8
sky130_fd_sc_hd__mux2i_1: 56 / 56
==> worst max-delay path by stage <==
stage / end / cells past startpoint / slack (ps)
finish: iLoad[31] / 73 / 9290
global route: iLoad[31] / 73 / 8200
CTS: iLoad[31] / 73 / 9290
==> layout make-up <==
| class | instances | area [um2] |
|---|---|---|
| clock buffers | 18 | 439 |
| flip-flops and latches | 160 | 3210 |
| fillers | 36200 | 235000 |
| well taps | 4599 | 5750 |
| diodes | 6 | 15.0 |
| inverters | 2995 | 11200 |
| clock inverters | 14 | 139 |
| repair buffers | 554 | 4880 |
| multi-input cells | 7950 | 89300 |
==> layer usage <==
layer	vias up	global-route usage	part of all wire
li1	33200	-	-
met1	38600	0.255	0.37
met2	3324	0.305	0.44
met3	508	0.114	0.13
met4	30	0.0736	0.048
met5	-	0.0222	0.0036
==> worst reg2reg max path, delay by kind of cell, from the launching register on <==
| family | cells | cell delay, ps |
|---|---|---|
| xor+xnor | 3 | 930 |
| simple gates | 14 | 3870 |
| fa+ha+maj | 21 | 9720 |
| buf+inv | 13 | 1730 |
| flops | 1 | 320 |
| compound gates | 27 | 4900 |
==> metrics by stage <==
step | utilization | setup slack, ps
2_1_floorplan | - | 12550
3_3_place_gp | 0.327 | 9430
3_5_place_dp | 0.327 | 9360
4_1_cts | 0.329 | 9290
5_1_grt | 0.329 | 8200
6_report | 0.329 | 9290
==> cells by family (layout without fill, tap and decap cells) <==
group	count (synthesis)	after routing	synth area share
compound gates	521	521	0.0330
fa+ha+maj	3513	3513	0.622
buf+inv	3585	3581	0.128
xor+xnor	266	266	0.0236
mux	56	56	0.00532
flops	160	160	0.0304
other cells	0	6	0
simple gates	3594	3594	0.158
