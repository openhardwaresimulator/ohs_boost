## flow/run.sh

```bash
#!/bin/bash
# OpenROAD 26Q1-2900-gdf79404cd8, Yosys 0.63+post, stock flow scripts
make -C /OpenROAD-flow-scripts/flow DESIGN_CONFIG=/design/flow/config.mk WORK_HOME=/design/flow/orfs finish
```

## flow/config.mk

```make
export PLATFORM = sky130hd
export DESIGN_NAME = axi_ohs_boost_comm
export DESIGN_NICKNAME = axi_ohs_boost_comm
export VERILOG_FILES = /design/flow/design.v
export SDC_FILE = /design/flow/constraint.sdc
export NUM_CORES = 4
export LEC_CHECK = 1
export CORE_AREA = 10 10 197 197
export DIE_AREA = 0 0 207 207
```

## flow/constraint.sdc

```tcl
current_design axi_ohs_boost_comm

set clk_period 6.3
set clk_io_pct 0.2

create_clock -name clk0 -period $clk_period [get_ports {s_axi_aclk}]

set non_clock_inputs [all_inputs -no_clocks]
set_input_delay [expr $clk_period * $clk_io_pct] -clock clk0 $non_clock_inputs
set_output_delay [expr $clk_period * $clk_io_pct] -clock clk0 [all_outputs]
```

## flow/design.v

```verilog
`default_nettype none
module axi_ohs_boost_comm (
	input wire s_axi_aclk, 
	input wire s_axi_aresetn, 
  input wire [6 - 1:0] s_axi_awaddr,
  input wire s_axi_awvalid,
	output wire s_axi_awready,
	input wire [32-1:0] s_axi_wdata,
	input wire [32/8-1:0] s_axi_wstrb,
	input wire s_axi_wvalid,
  output wire s_axi_wready,
	output wire [1:0] s_axi_bresp,
	output reg s_axi_bvalid,
	input wire s_axi_bready,
	input wire [6 - 1:0] s_axi_araddr,
  input  wire s_axi_arvalid,
  output wire s_axi_arready,
  output reg [32-1:0] s_axi_rdata,	
  output wire [1:0] s_axi_rresp,
	output reg s_axi_rvalid,
	input wire s_axi_rready,
	output reg [32-1:0] kL,
	output reg [32-1:0] kC,
	output reg [32-1:0] kR,
	output reg [32-1:0] vdc,
	input wire [32-1:0] iL,
	input wire [32-1:0] vL,
	input wire [32-1:0] iC,
	input wire [32-1:0] vC,
	input wire [32-1:0] iLoad
);
	localparam ADDR_LSB = 2;  
	localparam ADDR_MSB = 6-ADDR_LSB;  
	function [32-1:0]	apply_wstrb;
		input	[32-1:0] prior_data;
		input	[32-1:0] new_data;
		input	[32/8-1:0] wstrb;
		integer	k;
		for(k=0; k<32/8; k=k+1)
		begin
			apply_wstrb[k*8 +: 8]
				= wstrb[k] ? new_data[k*8 +: 8] : prior_data[k*8 +: 8];
		end
	endfunction
	reg [1:0] axi_rresp;  
	reg [1 :0] axi_bresp;  
	reg axi_awready;  
	reg axi_bvalid;  
	wire [ADDR_MSB-1:0] axi_awaddr;  
	wire [ADDR_MSB-1:0] axi_araddr;  
	reg [32-1:0] axi_rdata;  
	reg axi_arready;  
	wire axi_read_ready;  
	wire [32-1:0] wskd_kL;  
	wire [32-1:0] wskd_kC;  
	wire [32-1:0] wskd_kR;  
	wire [32-1:0] wskd_vdc;  
  always @(posedge s_axi_aclk )
    if (!s_axi_aresetn)
        axi_awready <= 1'b0;
    else
      axi_awready <= !axi_awready && (s_axi_awvalid && s_axi_wvalid) && (!s_axi_bvalid || s_axi_bready);
	assign s_axi_awready = axi_awready;
	assign s_axi_wready = axi_awready;
	assign wskd_kL = apply_wstrb(kL, s_axi_wdata, s_axi_wstrb);
	assign wskd_kC = apply_wstrb(kC, s_axi_wdata, s_axi_wstrb);
	assign wskd_kR = apply_wstrb(kR, s_axi_wdata, s_axi_wstrb);
	assign wskd_vdc = apply_wstrb(vdc, s_axi_wdata, s_axi_wstrb);
	assign axi_awaddr = s_axi_awaddr[6-1:ADDR_LSB];
	always @(s_axi_aclk)
	if (!s_axi_aresetn) begin
		kL <= 0;
		kC <= 0;
		kR <= 0;
		vdc <= 0;
	end
	else 
		if (axi_awready)
			case(s_axi_awaddr)
				4'b0000: kL <= wskd_kL;
				4'b0001: kC <= wskd_kC;
				4'b0010: kR <= wskd_kR;
				4'b0011: vdc <= wskd_vdc;
			endcase
	assign axi_read_ready = (s_axi_arvalid && s_axi_arready);
	assign axi_araddr = s_axi_araddr[6-1:ADDR_LSB];
	always @(posedge s_axi_aclk)
		if (!s_axi_aresetn)
			axi_rdata <= {32{1'b0}};
		else 
			if (!s_axi_rvalid || s_axi_rready)
				case(axi_araddr)
					4'b0000: s_axi_rdata	<= kL;
					4'b0001: s_axi_rdata	<= kC;
					4'b0010: s_axi_rdata	<= kR;
					4'b0011: s_axi_rdata	<= vdc;
					4'b0100: s_axi_rdata	<= iL;
					4'b0101: s_axi_rdata	<= vL;
					4'b0110: s_axi_rdata	<= iC;
					4'b0111: s_axi_rdata	<= vC;
					4'b1000: s_axi_rdata	<= iLoad;
					default: s_axi_rdata <= {32{1'b0}};
				endcase
	assign s_axi_bresp = 2'b00;
	assign s_axi_rresp = 2'b00;
	always @(posedge s_axi_aclk)
		if (!s_axi_aresetn)
			s_axi_bvalid <= 1'b0;
		else 
			if (axi_awready)
				s_axi_bvalid <= 1'b1;
			else if (s_axi_bready)
				s_axi_bvalid <= 1'b0;
	always @(posedge s_axi_aclk)
		if (!s_axi_aresetn)
			s_axi_rvalid <= 1'b0;
		else 
			if (axi_read_ready)
				s_axi_rvalid <= 1'b1;
			else if (s_axi_rready)
				s_axi_rvalid <= 1'b0;
	assign s_axi_arready = !s_axi_rvalid;
endmodule
```

==> out/metrics.csv <==
metric,value,unit
run status,finished clean,
count of port buffers added during placement,377,
yosys synthesis chip area,7050,um2
launch instance of the worst register-to-register path,s_axi_rvalid$_SDFFE_PN0P_,
# IOs,384,
minimum setup slack among reg-to-reg paths,4830,ps
yosys cell count,801,
fraction of final layout cells sized beyond drive strength 1,5.78,%
CTS tree,done,
Hold Path Cell Cnt,2,
power density cells,98.6,nW/um2
final weighted congestion of routability-driven global placement,0.864,
number of max-slew violations in the final report,0,
share of synthesized registers carrying an async set or reset,0,%
gr usage total,18.5,%
kind of capture point of the worst setup path,flop,
minimum hold slack,540,ps
fill cell count,3595,
Hold Path Origin,s_axi_bvalid$_SDFFE_PN0P_,
total grt overflow,0,
fmax,0.286,GHz
unrepaired setup endpoints after global routing,false,
Chip Width,207,um
number of hold-repair buffers added at the cts stage,0,
aggregate negative setup slack,0,ps
DP HPWL,30100,um
DR vias,7796,
Worst Hold End,s_axi_bvalid$_SDFFE_PN0P_,
placeable core area,34500,um2
reported leakage power,4.15,nW
Final Hold Fails,0,
crit-path most repeated cell,buf_4,
count of warnings emitted by yosys,129,
fp_density,20.4,%
synthesized area,7050,um2
first-pass GRT wire length,57900,um
Max H-tree Level,2,
wire length reported by the detailed router,40900,um
Post-Synthesis Cells,801,
flip-flop cell with the highest count after synthesis,dlxtn_1,
max capacitance violation total,0,
count of warning messages emitted by the tools,27,
Max Root-Sink Buffers,2,
sequential cell area,2940,um2
worst reg2reg endpoint,s_axi_rdata[8]$_DFFE_PP_,
crit path DRT,6330,ps
CP max-delay cell,buf_4,
most frequent cells in the layout,"clkdlybuf4s50_1 (373), a21oi_1 (139), nand2b_1 (130)",
number of gates resized after CTS,0,
category of the worst setup path launch point,input port,
final count of negative-setup-slack endpoints,0,
"Registers, synthesis",163,
count of endpoints without a timing constraint,256,
Avg Inst Size Synth,8.81,um2
relative slew slack,41.1,%
post-route DRC violation count,0,
number of flops mapped to enable cells by yosys,32,
area growth from synthesis to final layout,62.0,%
ratio of final minimum period to clock period,55.4,%
buffer-and-inverter tally for the worst setup path,4,
Iter 0 DRT Violations,488,
number of detailed-routing iterations run before antenna repair,5,
clock tree root buffer cell,clkbuf_16,
clock latency at the later pin of the worst-skew pair,310,ps
count of standard-cell rows,68,
Crit Path Category,input port to flop,
Period minus WS final,3490,ps
height of the die,207,um
register pins left without a clock,128,
Post-CTS Setup Bufs,0,
arrival time of data at the critical path endpoint,3520,ps
setup skew after layout,3.92,ps
top fanout value on the critical path,32,
pin slew with the least headroom to its limit,879,ps
Peak VDD IR,95.4,uV
number of global-route vias before repair,8192,
total power consumption of the routed design,1.13,mW
Die ar.,42800,um2
cell breakdown of the critical path,buf_4 > buf_4 > nor2b_2 > buf_4 > nor3b_2 > buf_4 > a221oi_1 > o21ai_0,
kind of cell adding the most delay to the critical path,buffers and inverters,
Hold WC Path Type,flop to flop,
most frequently placed logic cell in the final layout,clkdlybuf4s50_1,
number of unique standard cell types used by synthesis,51,
Multi-input gate area,3770,um2
initial antenna violation count,2,
maximum single-stage delay on the critical path,540,ps
Worst-path clk slew,70,ps
pin count of the biggest net entering global routing,69,
post-route ant nets,0,
Worst Reg-to-Reg Cells,3,
routed vias/inst,4.88,
wire length per cell after detailed routing,25.6,um
Num CTS Buffers,5,
## synthesized netlist by cell type (all sizes together) (2+ instances only)
library cell | number | area [um2]
a21oi | 141 | 706
nand2b | 130 | 813
dlxtn | 128 | 1920
a22oi | 74 | 556
mux2i | 47 | 470
buf | 42 | 282
nand2 | 36 | 135
clkbuf | 34 | 130
edfxtp | 32 | 961
o22ai | 23 | 144
nor2 | 11 | 48.8
a31oi | 10 | 62.6
a211o | 8 | 70.1
a2bb2oi | 8 | 70.1
mux2 | 8 | 90.1
o32a | 8 | 80.1
o211ai | 6 | 45.0
o22a | 6 | 52.6
o221ai | 5 | 43.8
a221oi | 4 | 35.0
inv | 4 | 15.0
o21ai | 4 | 20.0
dfxtp | 3 | 60.1
nand3 | 3 | 15.0
nor2b | 3 | 18.8
nor3b | 3 | 43.8
a41oi | 2 | 17.5
and2 | 2 | 13.8
and2b | 2 | 15.0
## worst reg2reg max path: stages (launching register included)
cell,delay [ps]
dfxtp_1,350
inv_1,80
o21a_2,120
buf_4,500
## cell type report
class                           instances  area share (%)
Antenna cell                            1          0.0219
Sequential cell                       163            25.7
Tap cell                              455            4.98
Timing Repair Buffer                  406            34.8
Multi-Input combinational cell        561            33.0
Clock buffer                            7            1.25
Clock inverter                          1          0.0438
Inverter                                4           0.153
## metrics by stage
| stage | utilization, % | area (um2) | instances | worst slack (ps) |
|---|---|---|---|---|
| 2_1_floorplan | - | 7070 | 804 | 3800 |
| 3_3_place_gp | 32.7 | 11300 | 1589 | 2410 |
| 3_5_place_dp | 32.7 | 11300 | 1589 | 2430 |
| 4_1_cts | 33.1 | 11400 | 1597 | 2760 |
| 5_1_grt | 33.1 | 11400 | 1598 | 2710 |
| 6_report | 33.1 | 11400 | 1598 | 2810 |
## how the worst max path moves through the flow
stage / from / end / slack (ps) / cells past startpoint
CTS: s_axi_araddr[2] / s_axi_rdata[9]$_DFFE_PP_ / 2760 / 8
global route: s_axi_araddr[2] / s_axi_rdata[10]$_DFFE_PP_ / 2710 / 6
finish: s_axi_araddr[2] / s_axi_rdata[9]$_DFFE_PP_ / 2810 / 8
## layer usage
metal | wire [um] | GRT usage, % | vias up
met2 | 19300 | 30.4 | 415
met1 | 16600 | 22.8 | 3708
li1 | - | - | 3621
met5 | 13 | 0 | -
met4 | 924 | 3.81 | 2
met3 | 3960 | 6.78 | 50
## logic make-up after synthesis
logic type / after synthesis / synth area share, %
buffers and inverters: 80 / 6.05
flip-flops: 35 / 14.5
AND/OR/NAND/NOR: 198 / 16.7
AND-OR/OR-AND: 304 / 27.5
other: 1 / 0.0532
latches: 128 / 27.2
multiplexers: 55 / 7.95
## state kept, by name, summed over array words and instances, names as in the netlist
register,count
kC,32
kL,32
kR,32
s_axi_rdata,32
vdc,32
axi_awready,1
s_axi_bvalid,1
s_axi_rvalid,1
## power breakdown
part,internal (mW),switching (mW),total (mW)
clock network,0.158,0.132,0.290
registers,0.331,0.0221,0.353
logic,0.263,0.220,0.483
total,0.753,0.374,1.13
No activity file was given, so power comes from the tool's default toggle rates.
